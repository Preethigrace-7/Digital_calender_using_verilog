`flow/design.v`:
```
`timescale 1ns / 1ps
module DigitalCalendar (
  input wire clk,  
  input wire reset, 
  output wire [6:0] year,    
  output wire [4:0] month,   
  output wire [4:0] day      
);
  reg [6:0] count_year;   
  reg [4:0] count_month;  
  reg [4:0] count_day;    
  always @(posedge clk or posedge reset) 
	 begin 
    if (reset) 
	 begin
      count_year <= 7'd1;     
      count_month <= 5'd1;    
      count_day <= 5'd1;      
    end 
	 else 
		begin
begin
		if(count_month<=7 && count_month%2 !=0 || count_month>7 && count_month%2 == 0)
			begin
			if (count_day == 5'd31) 
				begin
				count_day <= 5'd1;   
				if (count_month == 4'd12) 
					begin
					count_month <= 5'd1;   
					count_year <= count_year + 7'd1;   
					end 
				else 
					begin
					count_month <= count_month + 5'd1;   
					end
            end
			else 
				begin
				count_day <= count_day + 5'd1;   
				end
		   end
else if(count_month==2)
			begin
			if (count_day == 5'd28) 
				begin
				count_day <= 5'd1;   
				if (count_month == 4'd12) 
					begin
					count_month <= 5'd1;   
					count_year <= count_year + 7'd1;   
					end 
				else 
					begin
					count_month <= count_month + 5'd1;   
					end
            end
			else 
				begin
				count_day <= count_day + 5'd1;   
				end
		   end
else if(count_month<=7 && count_month%2 ==0 || count_month>7 && count_month%2 != 0)
			begin
			if (count_day == 5'd30) 
				begin
				count_day <= 5'd1;   
				if (count_month == 4'd12) 
					begin
					count_month <= 5'd1;   
					count_year <= count_year + 7'd1;   
					end 
				else 
					begin
					count_month <= count_month + 5'd1;  
					end
            end
			else 
				begin
				count_day <= count_day + 5'd1;  
				end
		   end				
end
end
end
  assign year = count_year;
  assign month = count_month;
  assign day = count_day;
endmodule
```
`flow/run.sh`:
```
#!/bin/bash
# OpenROAD 26Q1-2900-gdf79404cd8, Yosys 0.63+post, stock flow scripts
make -C /OpenROAD-flow-scripts/flow DESIGN_CONFIG=/design/flow/config.mk WORK_HOME=/design/flow/orfs finish
```
`flow/config.mk`:
```
export PLATFORM = sky130hd
export DESIGN_NAME = DigitalCalendar
export DESIGN_NICKNAME = DigitalCalendar
export VERILOG_FILES = /design/flow/design.v
export SDC_FILE = /design/flow/constraint.sdc
export NUM_CORES = 4
export LEC_CHECK = 1
export CORE_AREA = 10 10 101 101
export DIE_AREA = 0 0 111 111
```
`flow/constraint.sdc`:
```
current_design DigitalCalendar

set clk_period 4.4
set clk_io_pct 0.2

create_clock -name clk0 -period $clk_period [get_ports {clk}]

set non_clock_inputs [all_inputs -no_clocks]
set_input_delay [expr $clk_period * $clk_io_pct] -clock clk0 $non_clock_inputs
set_output_delay [expr $clk_period * $clk_io_pct] -clock clk0 [all_outputs]
```
==> CHANGELOG.md <==
### Changed

* Top Layout Cells: 18 x clkdlybuf4s50_1, 14 x dfrtp_1, 8 x ha_1
* DRC viols at 0
* Flop area at roughly 430 um^2
* Detail Placement HPWL at 1639 um
* Commonest Layout Cell: clkdlybuf4s50_1
* Post-layout minimum cycle time at about 2.4 ns
* CTS tree: yes
* Crit start category: register
* Avg WL per Cell at between 9 and 10 um
* Worst Hold Path Cells at 1
* Post-CTS Hold Fix Bufs at 0
* Top cells, area: dfrtp_1 37%, ha_1 10%, dfstp_2 8.2%
* Log Warnings at 29
* WL final at approximately 2100 um
* CP arrival at 2.56 ns
* Seq share, synth at 44.78%
* First-pass GRT wire length at roughly 3400 um
* Hold Slack at 0.4726 ns
* Layout area overhead at 35.38%
* Global-route usage over all layers at 3.232%
* Reg clk slew, reported paths at about 0.070 ns
* Die Wd at ~110 um
* Reg2Reg Setup Slack at roughly 2.0 ns
* Routability cong. at 0.7463
* Yosys top cell by area: dfrtp_1
* Mean Syn Cell Area at 11.14 um^2
* Yosys Warn Count at 1
* R2R depth at 7
* Synth unique cells at 33
* DRT iter0 DRCs at roughly 40
* CP Max Fanout at 13
* Ys cells at between 80 and 90
* Core area at ~8100 um^2
* Num CTS Buffers at 3
* IO Count at 19
* Start of the worst register-to-register path: count_day[1]
* H-tree depth at 1
* Setup CP Type: register to register
* Top cell area share at between 30% and 40%
* RSZ-0062 raised after global routing: no
* Starting Density at a little under an eighth
* Critical path startpoint: count_day[1]
* Die area at about 12000 um^2
* CP endpoint kind: register
* Ratio of cells with drive above 1 in the final layout at approximately an eighth
* Filler Cell Count at 886
* Mapped cell area at between 900 and 1000 um^2
* Synth flops at 17
* Gate Count Post-Synth at around 86
* Layout Cells excl Fill at around 210
* Final setup fails at 0
* Fin Clk Skew at 0.004506 ns
* DR vias at just over 700
* Hold Path Class: register to register
* Clock Sinks at 17
* Pwr Density at about 210 nW/um^2
* Inserted Diodes at 0
* Antenna Nets Post-Route at 0
* Setup repair bufs after CTS at 0
* Crit path DRT at roughly 4.5 ns
* Setup TNS at 0 ns
* Via/cell ratio at between 3 and 4
* Fmax at slightly above 400 MHz
* Clock Root Buffer: clkbuf_8
* Status: completed
* Area reported by Yosys stat at approximately 960 um^2
* Post-CTS sizing at 0
* FP Rows at 33
* Relative slew slack at between 50% and 60%
* Initial DRT Pass Iterations at 4
* Final worst path period share at a little over half
* Largest net degree at the start of global routing at 18
* DP Cell Count at between 200 and 250
* Port Buffers at 18
* Die Y-Extent at ~110 um
* Clk buf depth at 2
* CP endpoint: count_month[1]
* Vias in the first global route at slightly below 700
* Max-capacitance violation count at 0
* Logic area at 491.7 um^2
* Final Hold Viols at 0
* Antenna violations before repair at 0
* Global route total overflow at 0
* Slew @ Worst Pin at 0.6687 ns
* Worst r2r dst: count_month[1]
* Final Max Slew Viols at 0
* Clk latency of the worst-skew pair at 0.25 ns
* Worst VDD drop at 76.73 uV
* Leak at between 0.5 and 0.6 nW
-- report_power, final --
group	leakage (nW)	total [W]	switching, W	internal (W)
clock network	0.0255	0.000118	0.0000553	0.0000628
logic	0.285	0.00000394	0.00000312	0.000000822
registers	0.217	0.000156	0	0.000156
-- per-layer routing --
layer	share of wire (%)	wire length (um)	GRT usage, %
met1	49	1015	4.299
met2	43	899	4.678
met3	8.3	174	1.697
met4	0	0	0.3472
met5	0	0	0
-- cells by family after synthesis --
kind of cell / after synthesis / synth area share, %
flip-flops: 17 / 44.78
multiplexers: 3 / 3.394
AND-OR/OR-AND: 12 / 9.399
adder cells (fa/ha/maj): 8 / 10.44
buffers and inverters: 7 / 3.917
XOR/XNOR: 8 / 7.311
AND/OR/NAND/NOR: 31 / 20.76
-- cells in the mapped netlist (all sizes together) --
| master | count |
|---|---|
| dfrtp | 14 |
| ha | 8 |
| nand4 | 6 |
| xnor2 | 6 |
| inv | 5 |
| a21oi | 3 |
| and2 | 3 |
| and3 | 3 |
| dfstp | 3 |
| nand2 | 3 |
| nand3 | 3 |
| nor2 | 3 |
| o21ai | 3 |
| a21boi | 2 |
| buf | 2 |
| mux2 | 2 |
| nand2b | 2 |
| xor2 | 2 |
| a2bb2oi | 1 |
| and4b | 1 |
| and4bb | 1 |
| mux2i | 1 |
| nand3b | 1 |
| nand4b | 1 |
| nor3 | 1 |
| nor3b | 1 |
| nor4b | 1 |
| o21ba | 1 |
| o2bb2ai | 1 |
| o31ai | 1 |
| or4 | 1 |
-- per-stage QoR --
step                      cell area (um^2)  util [%]  power [W]  worst slack (ns)
after floorplan                      958.4         -  0.0001616             2.384
after global placement                1251     15.38  0.0001636             2.073
after detailed placement              1251     15.38  0.0001635             2.027
after CTS                             1297     15.95  0.0002842             1.996
after global routing                  1297     15.95  0.0002941             1.822
final                                 1297     15.95  0.0002784             1.982
-- state kept, by name (all words and copies together) (netlist names) --
name,count
count_year,7
count_day,5
count_month,5
-- worst min-delay path by stage --
stage | from | endpoint
5_1_grt | count_year[6] | count_year[6]
4_1_cts | count_day[0] | count_day[0]
6_report | count_day[0] | count_day[0]
-- critical path, stage by stage (launching register included) --
cell and delay [ns]:
dfrtp_1 0.42, ha_1 0.22, and3_1 0.17, ha_1 0.18
and4bb_2 0.22, a2bb2oi_1 0.21, a21boi_2 0.49, mux2_2 0.39
-- final cells by class --
type	count	area share [%]
Tap cell	105	10.13
Clock buffer	3	3.182
Sequential cell	17	33.08
Timing Repair Buffer	18	13.89
Inverter	5	1.446
Clock inverter	1	0.3857
Multi-Input combinational cell	62	37.90
Power figures rest on the tool's default switching activity, not on a simulated workload.
